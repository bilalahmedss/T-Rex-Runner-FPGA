==> /design/flow/constraint.sdc <==
current_design FSM

set clk_period 5.5
set clk_io_pct 0.2

create_clock -name clk0 -period $clk_period [get_ports {clk_div1}]

set non_clock_inputs [all_inputs -no_clocks]
set_input_delay [expr $clk_period * $clk_io_pct] -clock clk0 $non_clock_inputs
set_output_delay [expr $clk_period * $clk_io_pct] -clock clk0 [all_outputs]
==> /design/flow/design.v <==
module FSM(
    input clk_div1,
    input fsm_reset,
    input fsm_input_user,  
    output reg [2:0] state = 3'b000,
    output reg [9:0] mover = 639,
    output reg [9:0] mover_dino = 380
);
    reg flag = 1;
    reg fsm_coll;
    reg[2:0] next_state;
    reg [17:0] counter_fsm = 0;
    parameter Idle = 3'b000;
    parameter Run = 3'b001;
    parameter MoveUp = 3'b010;
    parameter MoveDown = 3'b011;
    parameter Dead = 3'b100;
    wire ReachMax = (mover_dino <= 150);
    wire ReachMin = (mover_dino >= 380);
    always @(posedge clk_div1 or posedge fsm_reset) begin
        if (fsm_reset) begin
            state <= Idle;
            mover <= 639;
            mover_dino <= 380;
            counter_fsm <= 0;
            fsm_coll <= 0;
            flag <= 1;
            next_state <= Idle;
       end else begin
            if (counter_fsm < 195619) begin
                counter_fsm <= counter_fsm + 1;
            end else begin
                counter_fsm <= 0;
                if (((mover_dino + 50) < 438 && (mover_dino + 50) > 348) && (mover < 100 && (mover + 25) > 48))   
                    fsm_coll <= 1;   
                else
                    fsm_coll <= 0;
                state <= next_state;
                case (state)
                    Idle: begin
                        mover_dino <= 380;
                        mover <= 600;
                       next_state <= fsm_input_user ? Run : Idle;
                    end
                    Run: begin
                        mover_dino <= 380;
                        mover <= mover == 0 ? 639 : mover - 2;
                        if (fsm_coll)
                            next_state <= Dead;
                        else if (fsm_input_user)
                            next_state <= MoveUp;
                        else
                            next_state <= Run;
                    end
                    MoveUp: begin
                        mover_dino <= ReachMax ? mover_dino : mover_dino - 3;
                        mover <= mover == 0 ? 639 : mover - 2;
                        if (fsm_coll)
                            next_state <= Dead;
                        else if (ReachMax)
                            next_state <= MoveDown;
                        else
                            next_state <= MoveUp;
                    end
                    MoveDown: begin
                        mover_dino <= ReachMin ? mover_dino : mover_dino + 3;
                        mover <= mover == 0 ? 639 : mover - 2;
                        if (fsm_coll)
                            next_state <= Dead;
                        else if (ReachMin)
                            next_state <= Run;
                        else
                            next_state <= MoveDown;
                    end
                    Dead: begin
                        next_state <= fsm_input_user ? Idle : Dead;
                    end
                    default: next_state <= Idle;
                endcase
            end
        end
    end
endmodule
==> /design/flow/run.sh <==
#!/bin/bash
# OpenROAD 26Q1-2900-gdf79404cd8, Yosys 0.63+post, stock flow scripts
make -C /OpenROAD-flow-scripts/flow DESIGN_CONFIG=/design/flow/config.mk WORK_HOME=/design/flow/orfs finish
==> /design/flow/config.mk <==
export PLATFORM = sky130hd
export DESIGN_NAME = FSM
export DESIGN_NICKNAME = FSM
export VERILOG_FILES = /design/flow/design.v
export SDC_FILE = /design/flow/constraint.sdc
export NUM_CORES = 4
export LEC_CHECK = 1
export CORE_UTILIZATION = 30
==> run_results.csv <==
group,metric,value,unit
detailed_routing,post_drt_wl_per_cell,12.97,um
power_and_ir_drop,swShare,20.71,%
power_and_ir_drop,pwr-share-clk,42.6,%
critical_path,crit_path_max_fanout,13,
detailed_routing,diodes,0,
die,die.size.y,101.7,um
power_and_ir_drop,vdd.ir_drop.worst,0.1291,mV
die,fp_util,30.80,%
power_and_ir_drop,p_leak,1.495,nW
synthesis,ys.flop_type,"dfrtp_1",
synthesis,async_flop_share,100.0,%
sta,fmax,327.5,MHz
synthesis,edf_count,0,
finish,area_growth_syn_to_layout,16.40,%
clock_tree,numCtsBuffers,5,
critical_path,cp_data_arrival_time,3.24,ns
clock_tree,post_cts_resized,0,
clock_tree,htree_levels,2,
clock_tree,clk_latency,0.30,ns
die,fp-row-count,36,
sta,tns,0,ns
sta,final_max_slew_viol_count,0,
critical_path,endpoint_kind,"flop",
detailed_routing,first_pass_iters,4,
detailed_routing,vias,2429,
power_and_ir_drop,intPower,0.4696,mW
grt,grt_max_degree,46,
synthesis,synth_cell_types,56,
grt,grt_use_met2,21.52,%
clock_tree,clk_path_buf_depth,2,
finish,final_util,35.85,%
sta,fin_skew,0.009612,ns
synthesis,ys.flops,45,
synthesis,ys_warn_count,1,
critical_path,path_class,"flop to flop",
sta,finalHoldViolations,0,
placed_design,dpl.hpwl,4471,um
grt,gr-usage-all-layers,13.47,%
clock_tree,clk_pin_slew_worst_paths,0.09,ns
synthesis,ys_cells,329,
run,cap_violations,0,
detailed_routing,routed_wl,6304,um
clock_tree,cts-root-buf,"clkbuf_8",
hold_path,hold_path_class,"flop to flop",
placed_design,numPortBuffers,25,
grt,grt_pass1_wl,10930,um
detailed_routing,viasPerCell,4.998,
sta,fin_crit_sh,55.51,%
die,die-width,101.7,um
run,warnings,28,
synthesis,ys_seq_share,38.34,%
grt,antenna_found_initial,0,
clock_tree,clock_sinks,45,
sta,rsz0062_at_grt,"no",
critical_path,crit_path_start_kind,"flop",
grt,overflow,0,
clock_tree,cts_setup_buffers,0,
clock_tree,cts_tree,"yes",
detailed_routing,ant_nets,0,
sta,tightest_slew,0.6671,ns
synthesis,syn_inst,329,
outcome,status,"complete, no violations",
grt,grt_use_met1,20.11,%
grt,use_met3,2.311,%
placed_design,place_congestion,0.8948,
power_and_ir_drop,power_density,170.6,mW/mm2
die,core,0.009684,mm2
synthesis,syn_area,0.002983,mm2
power_and_ir_drop,p_sw,0.1227,mW
power_and_ir_drop,power.share.combinational,1.5,%
critical_path,required,5.69,ns
sta,period_minus_slack,3.053,ns
die,die_area,0.01035,mm2
synthesis,ys_chip_area,0.002983,mm2
finish,drive_gt1_share,9.915,%
sta,setup_violations,0,
grt,busiest_layer,"met2",
detailed_routing,route.detailed.drc,0,
grt,grt_pass1_vias,2334,
synthesis,synth_area_per_cell,9.066,um2
clock_tree,hold_buffers,0,
die,io_pins,26,
sta,slew_headroom,55.38,%
detailed_routing,drt_iter0_markers,88,
power_and_ir_drop,power_frac_seq,55.9,%
[through the flow]
stage	instances	area (um2)	hold slack (ns)	worst slack [ns]	power (mW)
3_5_place_dp	478	3361	0.4860	2.454	0.3470
3_3_place_gp	478	3361	0.4785	2.533	0.3469
5_1_grt	486	3472	0.5355	2.209	0.6167
4_1_cts	486	3472	0.4949	2.449	0.6023
2_1_floorplan	329	2983	0.4460	2.972	0.3424
6_report	486	3472	0.4946	2.447	0.5922
[flip-flops by register name, summed over array words and instances, names as in the netlist]
| name | flops |
|---|---|
| mover | 10 |
| mover_dino | 10 |
| fsm_coll | 1 |
| state | 3 |
| counter_fsm | 18 |
| next_state | 3 |
[layout make-up]
class                   instances  area [um2]
repair buffers                 27       265.3
inverters                      15       56.30
multi-input cells             258        1729
flip-flops and latches         45        1144
clock inverters                 2       38.79
clock buffers                   6       72.57
fillers                       959        6212
well taps                     133       166.4
[synthesized netlist by cell type, types with 5 or more instances]
| cell type | number | area, um2 |
|---|---|---|
| a31oi_1 | 8 | 50.05 |
| nor4_1 | 6 | 37.54 |
| ha_1 | 14 | 175.2 |
| inv_1 | 15 | 56.30 |
| o21ai_0 | 10 | 50.05 |
| nand2_1 | 22 | 82.58 |
| and3_1 | 7 | 43.79 |
| nand4_1 | 5 | 31.28 |
| dfstp_2 | 14 | 367.9 |
| xor2_1 | 16 | 140.1 |
| a21oi_1 | 18 | 90.09 |
| clkbuf_1 | 6 | 22.52 |
| dfrtp_1 | 31 | 775.7 |
| a211oi_1 | 5 | 37.54 |
| nand3_1 | 11 | 55.05 |
| xnor2_1 | 16 | 140.1 |
| nor3_1 | 9 | 45.04 |
| nor2_1 | 46 | 172.7 |
[cells in the final DEF (no fill, tap or decap), drive strengths merged, types with 4 or more instances in the layout]
cell / Yosys / routed
xor2: 16 / 16
inv: 15 / 14
clkdlybuf4s50: 0 / 25
and3: 7 / 7
clkbuf: 6 / 6
nor3: 10 / 10
nand2: 22 / 22
nor2: 46 / 46
dfrtp: 31 / 31
a31oi: 8 / 8
nand4: 5 / 5
dfstp: 14 / 14
nor4: 7 / 7
nand3: 11 / 11
nor3b: 4 / 4
a21oi: 18 / 18
a211oi: 5 / 5
and2: 4 / 4
ha: 14 / 14
xnor2: 16 / 16
nor2b: 4 / 4
mux2: 4 / 4
o21ai: 13 / 13
[cell families after synthesis]
logic type      count (synthesis)  synth area share [%]
compound gates                 73                 17.20
buf+inv                        26                 3.691
fa+ha+maj                      15                 6.544
simple gates                  131                 22.32
flops                          45                 38.34
mux                             7                 2.517
xor+xnor                       32                 9.396
[path summary, 6_finish.rpt]
kind	slack [ns]	depth (start not counted)	start	to
min	0.49	1	counter_fsm[0]	counter_fsm[0]
min reg2reg	0.49	1	counter_fsm[0]	counter_fsm[0]
max in group asynchronous	3.87	3	fsm_reset	mover_dino[5]
max	2.45	10	state[1]	mover_dino[9]
max reg2reg	2.45	10	state[1]	mover_dino[9]
min in group asynchronous	1.23	3	fsm_reset	counter_fsm[0]
[layer usage]
layer,vias up,wire [um]
met5,-,0
met4,0,88
met3,7,201
met2,20,2943
met1,1168,3070
li1,1234,-
[power by group through the flow]
stage	Sequential, mW	Clock (mW)	Combinational, mW
4_1_cts	0.331	0.261	0.00977
5_1_grt	0.331	0.275	0.0109
6_report	0.331	0.252	0.00905
[worst max-delay path, stage by stage (launching register included)]
cell and delay (ns):
dfrtp_1 0.60, nand2_1 0.14, nor2_1 0.30, inv_1 0.23
ha_1 0.39, o21ai_0 0.12, or3_1 0.35, a31oi_1 0.20
nor3_1 0.09, or2_2 0.28, a32o_1 0.25
Power figures rest on the tool's default switching activity, not on a simulated workload.
