===== /design/flow/design.v =====
`timescale 1ns / 1ps
module display_start(pixel_x, pixel_y, display);
    input [9:0] pixel_x;
    input [9:0] pixel_y;
    output display;
  reg [0:29] startup [29:0];
  wire [5:0] x = pixel_x[9:4] - 5;
  wire [5:0] y = pixel_y[9:4];
  assign display = startup[y][x];
  initial begin
    startup[0]  = 30'b111111111111111111111111111111; 
    startup[1]  = 30'b100000000000000000000000000001; 
    startup[2]  = 30'b100000000000000000000000000001; 
    startup[3]  = 30'b100000000000000000000000000001; 
    startup[4]  = 30'b100000000000000000000000000001; 
    startup[5]  = 30'b100000000000000000000000000001; 
    startup[6]  = 30'b100000000000000000000000000001; 
    startup[7]  = 30'b100000000000000000000000000001; 
    startup[8]  = 30'b100000000000000000000000000001; 
    startup[9]  = 30'b100000000000000000000000000001; 
    startup[10] = 30'b100000000000000000000000000001; 
    startup[11] = 30'b100000000000000000000000000001; 
    startup[12] = 30'b100000000000000000000000000001; 
    startup[13] = 30'b100000000000000000000000000001; 
    startup[14] = 30'b100000000000000000000000000001;
    startup[15] = 30'b100000000000000000000000000001;
    startup[16] = 30'b100000111011101110111001110001; 
    startup[17] = 30'b100000100001001010100100100001; 
    startup[18] = 30'b100000111001001110111000100001; 
    startup[19] = 30'b100000001001001010100100100001; 
    startup[20] = 30'b100000111001001010100100100001; 
    startup[21] = 30'b100000000000000000000000000001; 
    startup[22] = 30'b100000000000000000000000000001; 
    startup[23] = 30'b100000000000000000000000000001; 
    startup[24] = 30'b100000000000000000000000000001; 
    startup[25] = 30'b100000000000000000000000000001; 
    startup[26] = 30'b100000000000000000000000000001; 
    startup[27] = 30'b100000000000000000000000000001; 
    startup[28] = 30'b100000000000000000000000000001; 
    startup[29] = 30'b111111111111111111111111111111; 
  end
endmodule

===== /design/flow/run.sh =====
#!/bin/bash
# OpenROAD 26Q1-2900-gdf79404cd8, Yosys 0.63+post, stock flow scripts
make -C /OpenROAD-flow-scripts/flow DESIGN_CONFIG=/design/flow/config.mk WORK_HOME=/design/flow/orfs finish

===== /design/flow/config.mk =====
export PLATFORM = sky130hd
export DESIGN_NAME = display_start
export DESIGN_NICKNAME = display_start
export VERILOG_FILES = /design/flow/design.v
export SDC_FILE = /design/flow/constraint.sdc
export NUM_CORES = 4
export LEC_CHECK = 1
export CORE_AREA = 10 10 70 70
export DIE_AREA = 0 0 80 80

===== /design/flow/constraint.sdc =====
current_design display_start

set clk_period 3.3
set clk_io_pct 0.2

create_clock -name clk0 -period $clk_period

set non_clock_inputs [all_inputs -no_clocks]
set_input_delay [expr $clk_period * $clk_io_pct] -clock clk0 $non_clock_inputs
set_output_delay [expr $clk_period * $clk_io_pct] -clock clk0 [all_outputs]

==> out/metrics.cfg <==
[grt]
grt_pass1_vias = 714
grt_usage_pct = 5.432
grt_max_degree = 11
antenna_found_initial = 0
grt_pass1_wl_um = 3056
grt_overflow = 0

[power_and_ir_drop]
p_comb_share_pct = 100.0
p_total_w = 0.0001768
ir_drop_mv = 0.03616
p_sw_share_pct = 47.07
leakagePower_nw = 0.3984
p_switching_w = 0.00008324
power_frac_seq_pct = 0
power_density_nw_per_um2 = 165.9
intPower_w = 0.00009361
clkPwrFrac_pct = 0

[detailed_routing]
met2_length_um = 881
antennaDiodeCount = 0
routed_wl_um = 1843
dr_wl_met3_um = 37
top_layer_used = met3
met1_length_um = 925
routed_via_density = 4.615
firstDrtPassIters = 4
num_vias = 780
drt_iter0_drc = 38
antenna_left = 0
drt-wirelength-per-cell_um = 10.91
drcViolationCount = 0

[timing]
rsz0062_at_grt = no
min_period_ns = 3.117
slew_headroom_pct = 71.19
report.final.slew_viol_count = 0
tightest_slew_ns = 0.4267
setup_violations = 0
hold_violations = 0
fmax_mhz = 320.8
fin_crit_sh_pct = 94.46

[synthesis]
top_cell_area_share_pct = 7.642
ys_types = 44
avgSynthCellArea_um2 = 6.367
yosysChipArea_um2 = 573.0
syn_inst = 90
synth.area.top_cells = xnor2_1, nand4_1, nor2_1
top_area_cell = xnor2_1
ys_cells = 90
yosys_warnings = 1
syn-cell-area_um2 = 573.1
ys_seq_share_pct = 0

[status]
outcome = complete, no violations

[place]
dp_cells = 165
gp_congestion = 0.8994
port_buffers = 12
dp_hpwl_um = 1377

[min_path]
holdPathStages = 4
hp-class = primary input to output port

[cells_and_area]
final_cells = 169
area_growth_pct = 86.03
ff_latch_area_um2 = 0
seq_cells = 0
nClkBuffers = 0
final_util_pct = 31.21
drive_gt1_share_pct = 45.53

[floorplan]
row_count = 21
ios = 21
core_area_um2 = 3416
die_height_um = 80
chip_area_um2 = 6400
fp_util_pct = 16.78
dieWidth_um = 80

[job]
cap_violations = 0
warnings = 41

[worst_setup_path]
crit_required_ns = 2.64
worstSetupPathType = primary input to output port
start_kind = primary input
crit_fanout = 10
crit_path_end_kind = output port
cp.arrival_ns = 2.46

## power groups by stage
stage	clock network [W]	registers, W	logic [W]
after global routing	0	0	0.000192
after CTS	0	0	0.000170
final	0	0	0.000177
## final timing paths
path	from	end
hold / removal	pixel_x[9]	display
setup / recovery	pixel_x[5]	display
## synthesized netlist by cell type, drive strengths merged, types with 2 or more instances
cell and instances:
inv 4, a21oi 6, o21ai 7, nor2b 2, nor4 2, or4 2, nor2 9, nor3 3
ha 2, nand3 3, nand2 5, nand4 6, a211oi 3, clkbuf 2, o31ai 2, a31oi 2
xnor2 5, buf 5
## critical path, cell delays in order
cell	delay, ns
clkdlybuf4s15_2	0.19
inv_2	0.04
ha_4	0.23
buf_4	0.17
or4_1	0.47
nand4_1	0.15
o32ai_2	0.11
o311a_1	0.33
clkbuf_2	0.10
## area by class of cell
| cell class | count | area, um^2 |
|---|---|---|
| Timing Repair Buffer | 40 | 344.1 |
| Multi-Input combinational cell | 79 | 649.4 |
| Tap cell | 46 | 57.56 |
| Fill cell | 358 | 2350 |
| Inverter | 4 | 15.01 |
## what timing repair did
action,CTS,global route
setup endpoints to repair,1,1
hold buffers,0,0
pin swaps,10,11
resized,32,10
setup buffers,4,0
## cell usage in the layout, fill, tap and decap left out, drive strengths merged, types with 2 or more instances in the layout
master,n
a211oi,3
a21oi,6
a31oi,2
buf,28
clkdlybuf4s15,2
clkdlybuf4s50,3
dlygate4sd2,6
ha,2
inv,4
nand2,5
nand3,3
nand4,6
nor2,9
nor2b,2
nor3,3
nor4,2
o21ai,7
o31ai,2
or4,2
xnor2,5
## logic make-up (layout without fill, tap and decap cells)
| kind of cell | count (synthesis) | in the layout | share of synthesized area, % |
|---|---|---|---|
| xor+xnor | 6 | 6 | 9.170 |
| mux | 1 | 1 | 1.965 |
| simple gates | 41 | 41 | 41.49 |
| buf+inv | 11 | 44 | 8.952 |
| fa+ha+maj | 2 | 2 | 4.366 |
| compound gates | 29 | 29 | 34.06 |
## metrics by stage
stage | area, um^2 | hold slack [ns] | setup TNS, ns | setup WS (ns)
global route | 1066 | 2.173 | 0 | 0.07556
finish | 1066 | 2.125 | 0 | 0.1829
floorplan | 585.6 | 1.445 | 0 | 0.02505
global placement | 902.1 | 2.433 | -0.6189 | -0.6189
CTS | 1041 | 2.272 | 0 | 0.01093
detailed placement | 902.1 | 2.424 | -0.6498 | -0.6498
## routing by layer
| layer | global-route usage (%) | vias up |
|---|---|---|
| li1 | - | 415 |
| met5 | 0 | - |
| met3 | 0.4545 | 0 |
| met4 | 0.1761 | 0 |
| met2 | 9.551 | 9 |
| met1 | 7.341 | 356 |
No activity file was given, so power comes from the tool's default toggle rates.
