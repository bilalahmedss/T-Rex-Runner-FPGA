--- flow/design.v ---
`timescale 1ns / 1ps
module display_lose(pixel_x, pixel_y, display);
    input [9:0] pixel_x;
    input [9:0] pixel_y;
    output display;
  reg [0:29] startup [29:0];
  wire [5:0] x = pixel_x[9:4] - 5;
  wire [5:0] y = pixel_y[9:4];
  assign display = startup[y][x];
  initial begin
    startup[0]  = 30'b111111111111111111111111111111; 
    startup[1]  = 30'b100000000000000000000000000001; 
    startup[2]  = 30'b100000000000000000000000000001; 
    startup[3]  = 30'b100000000000000000000000000001; 
    startup[4]  = 30'b100000000000000000000000000001; 
    startup[5]  = 30'b100000000000000000000000000001; 
    startup[6]  = 30'b100000000000000000000000000001; 
    startup[7]  = 30'b100000000000000000000000000001; 
    startup[8]  = 30'b100000001010111010100000000001; 
    startup[9]  = 30'b100000001010101010100000000001; 
    startup[10] = 30'b100000001110101010100000000001; 
    startup[11] = 30'b100000000100101010100000000001; 
    startup[12] = 30'b100000000100101010100000000001; 
    startup[13] = 30'b100000000100111011100000000001; 
    startup[14] = 30'b100000000000000000000000000001;
    startup[15] = 30'b100000000000000000000000000001;
    startup[16] = 30'b100000010011101110111000000001; 
    startup[17] = 30'b100000010010101000100000000001; 
    startup[18] = 30'b100000010010101110111000000001; 
    startup[19] = 30'b100000010010100010100000000001; 
    startup[20] = 30'b100000011011101110111000000001; 
    startup[21] = 30'b100000000000000000000000000001; 
    startup[22] = 30'b100000000000000000000000000001; 
    startup[23] = 30'b100000000000000000000000000001; 
    startup[24] = 30'b100000000000000000000000000001; 
    startup[25] = 30'b100000000000000000000000000001; 
    startup[26] = 30'b100000000000000000000000000001; 
    startup[27] = 30'b100000000000000000000000000001; 
    startup[28] = 30'b100000000000000000000000000001; 
    startup[29] = 30'b111111111111111111111111111111; 
  end
endmodule
--- flow/run.sh ---
#!/bin/bash
# OpenROAD 26Q1-2900-gdf79404cd8, Yosys 0.63+post, stock flow scripts
make -C /OpenROAD-flow-scripts/flow DESIGN_CONFIG=/design/flow/config.mk WORK_HOME=/design/flow/orfs finish
--- flow/config.mk ---
export PLATFORM = sky130hd
export DESIGN_NAME = display_lose
export DESIGN_NICKNAME = display_lose
export VERILOG_FILES = /design/flow/design.v
export SDC_FILE = /design/flow/constraint.sdc
export NUM_CORES = 4
export LEC_CHECK = 1
export CORE_AREA = 10 10 70 70
export DIE_AREA = 0 0 80 80
--- flow/constraint.sdc ---
current_design display_lose

set clk_period 3.4
set clk_io_pct 0.2

create_clock -name clk0 -period $clk_period

set non_clock_inputs [all_inputs -no_clocks]
set_input_delay [expr $clk_period * $clk_io_pct] -clock clk0 $non_clock_inputs
set_output_delay [expr $clk_period * $clk_io_pct] -clock clk0 [all_outputs]
==> results.cfg <==
; physical design summary
[setup_path]
worstSetupStartpointType = primary input
worst_setup_path_endpoint = display
cpPeakStageDelay_ns = 0.57
worstSetupPathType = in -> out
setup_crit_end_kind = output port
cp_max_fo = 4
critPathRequiredTime_ns = 2.72
highest_delay_cell_along_the_critical_path = sky130_fd_sc_hd__or4_4
crit_path_arrival_time_ns = 2.62
worstPathCellList = dlygate4sd2_1 > or4_4 > o21ai_0 > o22ai_2 > a221oi_2 > nor3_2 > o32ai_2 > buf_2
cp-startpoint = pixel_y[8]

[yosys]
yosysSeqAreaShare_pct = 0
post_synth_main_logic_family = AND-OR/OR-AND gates
yosys_area_um2 = 772.0
postSynthCellCount = 114
post_synth_aoi_oai_area_pct = 50.89
topCellsByArea = sky130_fd_sc_hd__a21oi_1 5.8%, sky130_fd_sc_hd__ha_1 4.9%, sky130_fd_sc_hd__o21ai_0 4.5%, sky130_fd_sc_hd__nand2_1 4.4%, sky130_fd_sc_hd__o211a_1 3.9%
top_cell_area_share_pct = 5.835
xor_area_share_pct = 4.538
yosys_warnings = 1
synth_cell_types = 52
avgSynthCellArea_um2 = 6.772
netlist_area_um2 = 772.0
synth_top_cell_by_area = sky130_fd_sc_hd__a21oi_1
synth_adder_area_share_pct = 4.862
yosys-mux-area-fraction_pct = 1.297
yosys-stat-cells = 114
simple_gate_share_pct = 30.63

[die]
rows = 21
boundaryPins = 21
die_h_um = 80
floorplan.core_util_pct = 22.60
chipWidth_um = 80
chip_area_um2 = 6400
core_um2 = 3416

[pwr]
peakVddDrop_uv = 120.8
total_power_mw = 0.2155
net-switching-power_mw = 0.1048
clock_power_share_pct = 0
comb_power_share_pct = 100.0
cell_internal_pwr_mw = 0.1108
power.sequential.fraction_pct = 0
power.share.switching_pct = 48.62
static-leakage-power_nw = 0.6033
power-per-cell-area_nw_per_um2 = 157.3

[route]
drt_first_pass_iters = 4
detailedRoute.firstIterationViolations = 33
routed_via_density = 5.151
antenna_violating_nets_post_route = 0
num_vias = 1056
post_drt_wl_per_cell_um = 11.83
antenna-diode-count = 0
routed_wl_um = 2425
detail_route.drc_violations = 0

[final_layout]
final_common_cell = sky130_fd_sc_hd__buf_4
layout_top_cells_excl_fill_tap = 38 x sky130_fd_sc_hd__buf_4, 8 x sky130_fd_sc_hd__nand2_1, 7 x sky130_fd_sc_hd__nor2_1
seq_area_um2 = 0
clock_buffers = 0
fraction_of_final_layout_cells_with_drive_strength_greater_than_1_pct = 44.65
area_growth_syn_to_layout_pct = 77.47
n_sequential_cell = 0

[clock_network]
hold_fix_buffers_cts = 0

[timing]
timing_hold_violations_final = 0
grt_setup_unrepaired = no
postLayoutSetupSlackWorst_ns = 0.09866
finalSetupTns_ns = 0
finalWorstPathRequiredPeriod_ns = 3.301
transition_time_of_the_tightest_slew_check_pin_ns = 0.4116
final-setup-viol-count = 0
slew_violations = 0
top_achievable_clock_speed_mhz = 302.9
relSlewSlack_pct = 72.51
finalClockPeriodUsage_pct = 97.10

[global_routing]
gr-total-overflow = 0
grt_pass1_wl_um = 4167
gr-usage-all-layers_pct = 7.296
vias_in_the_first_global_route = 991
grt_start_max_net_pins = 15
number_of_antenna_violations_at_the_first_check_in_global_routing = 0

[placement]
dp_hpwl_um = 1857
place_ws_ns = -0.6211
io_buffers = 12
place_congestion = 0.8894

[flow_run]
max_cap_violations = 0
log.warning_count = 41

[outcome]
outcome = completed

[hold_path]
worst_hold_startpoint = pixel_y[7]
min-delay-path-class = in -> out
timing.hold.worst_path_depth = 7
-- cell type report --
cell class | count | area [um2]
fill | 337 | 2046
inverter | 7 | 26.28
multi-input combinational | 99 | 849.6
tap | 46 | 57.56
timing repair buffer | 53 | 436.7
-- worst max-delay path: cells and delay by family --
family	cells	cell delay, ns
and+or+nand+nor	2	0.65
buffers and inverters	2	0.39
AOI/OAI and AO/OA	4	0.89
-- worst min-delay path by stage --
stage and end:
4_1_cts display, 6_report display, 5_1_grt display
-- power groups by stage --
stage	Sequential, mW	Clock, mW	Combinational (mW)
after global routing	0	0	0.235
after CTS	0	0	0.200
final	0	0	0.216
-- logic make-up after synthesis --
group,after synthesis
AND-OR/OR-AND,50
AND/OR/NAND/NOR,41
buffers and inverters,15
XOR/XNOR,4
adder cells (fa/ha/maj),3
multiplexers,1
-- metal layers --
layer  track usage, %  wire, um  up-vias
li1                 -         -      543
met2            11.64      1150       15
met3                0        36        0
met4           0.5282         0        0
met5                0         0        -
met1            11.07      1238      498
-- cells in the mapped netlist, drive strengths merged, types with 3 or more instances --
master,number
nand2b,4
inv,7
nor3,4
nand2,9
o311ai,3
o21ai,8
nand3,4
nor2,7
clkbuf,4
a21oi,9
buf,4
ha,3
o211a,3
xnor2,3
nor2b,4
-- through the flow --
stage                     cell area [um2]  util [%]  hold WS [ns]  cells
final                                1370     40.11         2.213    205
after global placement               1216     35.60         2.678    204
after detailed placement             1216     35.60         2.700    204
after global routing                 1370     40.11         2.270    205
after CTS                            1275     37.33         2.305    206
after floorplan                     774.5         -         1.724    114
-- what timing repair did --
action                     in CTS  in global routing
pin swaps                      10                 14
setup buffers                   2                  0
gates cloned                    0                  0
setup endpoints to repair       1                  1
gates resized                  22                 22
hold endpoints to repair        0                  0
Power and IR drop assume default switching activity.
